<file path="design.v">
`timescale 1ns / 1ps
module controller_keyboard_fake(
    input wire clk_25mhz,
    input wire reset,
    input wire ps2_clk,
    input wire ps2_data,
    output reg	[7:0] data
    );
    reg [7:0] counter;
    reg [7:0] delay_counter;
    parameter max_size = 10;
    wire [7:0] string [0:max_size-1];
    initial begin
        counter <= 8'b0;
        delay_counter <= 8'b0;
    end
        assign string[0] = 8'd53;
        assign string[1] = 8'd9;
        assign string[2] = 8'd4;
        assign string[3] = 8'd59;
        assign string[4] = 8'd56;
        assign string[5] = 8'd58;
        assign string[6] = 8'd24;
        assign string[7] = 8'd60;
        assign string[8] = 8'd24;
        assign string[9] = 8'd66;
    always @(posedge clk_25mhz or posedge reset) begin
        if(reset) begin
            delay_counter <= 8'b0;
            counter <= 8'b0;
        end else begin
            if(delay_counter<8'hfe) begin
                delay_counter <= delay_counter + 8'd1;
            end else begin
                if(counter<max_size) begin
                    data<=string[counter];
                    counter<=counter+1;
                end else begin
                    data<=0;
                end
            end
        end
    end
endmodule
</file>
<file path="run.sh">
#!/bin/bash
# OpenROAD 26Q1-2900-gdf79404cd8, Yosys 0.63+post, stock flow scripts
make -C /OpenROAD-flow-scripts/flow DESIGN_CONFIG=/design/flow/config.mk WORK_HOME=/design/flow/orfs finish
</file>
<file path="config.mk">
export PLATFORM = sky130hd
export DESIGN_NAME = controller_keyboard_fake
export DESIGN_NICKNAME = controller_keyboard_fake
export VERILOG_FILES = /design/flow/design.v
export SDC_FILE = /design/flow/constraint.sdc
export NUM_CORES = 4
export LEC_CHECK = 1
export CORE_AREA = 10 10 97 97
export DIE_AREA = 0 0 107 107
</file>
<file path="constraint.sdc">
current_design controller_keyboard_fake

set clk_period 2.0
set clk_io_pct 0.2

create_clock -name clk0 -period $clk_period [get_ports {clk_25mhz}]

set non_clock_inputs [all_inputs -no_clocks]
set_input_delay [expr $clk_period * $clk_io_pct] -clock clk0 $non_clock_inputs
set_output_delay [expr $clk_period * $clk_io_pct] -clock clk0 [all_outputs]
</file>
==> summary.txt <==
fresh numbers from the pnr run: Synth Seq Share 0.535, # fillers around 840, Initial Util 0.156, Area leader share 0.351, gpl congestion 0.705, critical path startpoint category flip-flop, die height about 110 um, CTS sink count 23, sequential share of power 0.630, H-tree depth 1, Worst-path clk slew roughly 0.08 ns, LEAKAGE approximately 0.53 nW, final setup vio count 0, antenna violations before repair 0, Ant. Diodes 0, slowest stage delay, CP about 0.41 ns, max-cap violations 0, chip area between 10,000 and 15,000 sq um, routed length per instance approximately 8.3 um, pin count of the biggest net entering global routing 17, ratio of total power to cell area 567 nW/um^2, post-layout period usage 0.804, Hold WC Path Type reg2reg, total CTS buffers 3, Total Wirelength 1.73 mm, WP data required about 2.0 ns, hold_ws roughly 0.43 ns, placed cell count between 200 and 250, critical path's slowest cell dfrtp_1, Max VDD drop between 0.2 and 0.25 mV, insertion delay to the later sink of the worst-skew pair 0.26 ns, IO buf count 8, CP endpoint kind flip-flop, # IOs 12, Post-synth EDFFs 7, Period minus WS final 1.61 ns, vias in the first global route approximately 730, status complete, no violations, distinct lib cells 35, total power about 0.00076 W, Core ar. ~7300 sq um, final hold violation count 0, synthesized area per cell around 11 sq um, post-route insts no fill roughly 210, Total GRT Usage 0.0335, RSZ-0062 raised after global routing no, critical path fanouts, max 8, tool warnings 30, share of cells above drive strength 1 0.0826, Initial DRC Count 37, setup bufs post-CTS 0, yosys stat cell total roughly 110, worst clock skew between 0.003 and 0.004 ns, Slew headroom 0.610, Switch Pwr roughly 0.00014 W, Combinational Power Share 0.011, Crit Path Class reg2reg, fmax a little over 600 MHz, Synth area leader dfrtp_1, Arr. time, crit path roughly 1.6 ns, worst-case clock buffer depth 2, Synth async-reset ratio 0.696, mapped cell area between 1000 and 1500 sq um, Root Buffer clkbuf_8, ys flops 23, final setup margin 0.392 ns, Die Wd around 110 um, yosys stat area approximately 1100 sq um, row count 31, ANT nets after route 0, Clock Power Share 0.359, P&R area growth vs syn 18.3%, top cells, area dfrtp_1 (35%), edfxtp_1 (18%), ha_1 (5.5%), o21ai_0 (3.5%), nand2_1 (2.6%), PostCTS Resize Cnt 0, TritonRoute pass-1 iters 4, Cell Chain, Critical Path and4_1 > nand2_1 > nor2_1 > buf_4, Via density about 3.6, total gr overflow 0, final max-slew violation count 0, cell-internal power between 0.0006 and 0.0007 W, Setup WS pre-CTS between 0.4 and 0.5 ns, # hold bufs at CTS 0, Yosys warnings 1, DRC violations left 0, Slew @ Worst Pin between 0.5 and 0.6 ns, total number of vias about 750, CTS tree yes, first-pass GRT wire length between 3 and 4 mm, detailed placement HPWL between 1 and 1.5 mm, dominant register cell dfrtp_1, switching portion of total power 0.186, Setup TNS Final 0 ns, Post-Syn Instances 106
cells in the final DEF (no fill, tap or decap), drive strengths merged:
cell           netlist  routed
o22ai                1       1
and4                 2       2
edfxtp               7       7
a21o                 1       1
mux2                 1       1
nand3b               1       1
o21ai                8       8
nor3                 3       3
xnor2                3       3
dfrtp               16      16
inv                  4       4
a21oi                4       4
a31oi                3       3
o31ai                1       1
a31o                 1       1
clkinv               0       1
nor4                 1       1
a21boi               1       1
ha                   5       5
or3                  1       1
buf                  2       1
nand2b               2       2
and3                 1       1
clkdlybuf4s50        0       8
xor2                 3       3
conb                 1       1
o32ai                1       1
nand4                3       3
nor2                 6       6
o21bai               2       2
clkbuf               7       3
a221oi               1       1
nand2                8       8
nand3                4       4
power by group through the flow:
stage	combinational [W]	clock, W	sequential (W)
CTS	0.00000892	0.000285	0.000482
finish	0.00000816	0.000275	0.000482
global route	0.00000999	0.000307	0.000482
sequential cells by signal, indices dropped and copies added (netlist names):
register	cells
delay_counter	8
data	7
counter	8
layout make-up:
cell class,count,area (sq um),share of cell area
Clock inverter,1,5.00,0.00371
Multi-Input combinational cell,69,467,0.346
Inverter,4,15.0,0.0111
Clock buffer,3,41.3,0.0306
Sequential cell,23,611,0.452
Timing Repair Buffer,9,87.6,0.0649
Tap cell,99,124,0.0918
synth_stat cells (2+ instances only):
library cell,count
o21bai_1,2
ha_1,5
nand2_1,8
a21oi_1,4
a31oi_1,3
and4_1,2
nor2_1,6
dfrtp_1,16
nand4_1,2
nor3_1,3
o21ai_0,8
inv_1,4
edfxtp_1,7
xor2_1,3
xnor2_1,3
clkbuf_1,7
nand3_1,4
nand2b_1,2
critical path, delay by kind of cell, from the launching register on:
| kind | cells | cell delay (ns) |
|---|---|---|
| simple gates | 3 | 0.75 |
| buf+inv | 1 | 0.17 |
| flops | 1 | 0.41 |
layer usage:
metal | wire length [um] | vias to the layer above | global-route usage
li1 | - | 379 | -
met1 | 895 | 357 | 0.0422
met2 | 714 | 12 | 0.0540
met3 | 118 | 0 | 0.0164
met4 | 0 | 0 | 0.000967
met5 | 0 | - | 0
path summary, 6_finish.rpt:
kind / from / end / slack (ns) / cells after the start
max in group asynchronous: reset / counter[1] / 1.09 / 2
setup reg to reg: delay_counter[2] / data[4] / 0.39 / 4
hold reg to reg: counter[6] / counter[6] / 0.43 / 0
hold / removal: counter[6] / counter[6] / 0.43 / 0
setup / recovery: delay_counter[2] / data[4] / 0.39 / 4
min in group asynchronous: reset / delay_counter[4] / 0.53 / 2
per-stage QoR:
| stage | util | instance area [sq um] |
|---|---|---|
| after floorplan | - | 1140 |
| after global placement | 0.179 | 1300 |
| after detailed placement | 0.179 | 1300 |
| after CTS | 0.185 | 1350 |
| after global routing | 0.185 | 1350 |
| final | 0.185 | 1350 |
logic make-up (layout without fill, tap and decap cells):
family	count (synthesis)	after routing	share of synthesized area
AND-OR/OR-AND	24	24	0.130
XOR/XNOR	6	6	0.0461
adder cells (fa/ha/maj)	5	5	0.0548
buffers and inverters	14	17	0.0559
flip-flops	23	23	0.535
multiplexers	1	1	0.0132
other	1	1	0.00329
AND/OR/NAND/NOR	32	32	0.161
Power is estimated from default activity; no workload was simulated.
