`/design/flow/constraint.sdc`:
```
current_design model_lexer

set clk_period 27.2
set clk_io_pct 0.2

create_clock -name clk0 -period $clk_period [get_ports {clk_25mhz}]

set non_clock_inputs [all_inputs -no_clocks]
set_input_delay [expr $clk_period * $clk_io_pct] -clock clk0 $non_clock_inputs
set_output_delay [expr $clk_period * $clk_io_pct] -clock clk0 [all_outputs]
```
`/design/flow/run.sh`:
```
#!/bin/bash
# OpenROAD 26Q1-2900-gdf79404cd8, Yosys 0.63+post, stock flow scripts
make -C /OpenROAD-flow-scripts/flow DESIGN_CONFIG=/design/flow/config.mk WORK_HOME=/design/flow/orfs finish
```
`/design/flow/config.mk`:
```
export PLATFORM = sky130hd
export DESIGN_NAME = model_lexer
export DESIGN_NICKNAME = model_lexer
export VERILOG_FILES = /design/flow/design.v
export SDC_FILE = /design/flow/constraint.sdc
export NUM_CORES = 4
export LEC_CHECK = 1
export CORE_UTILIZATION = 30
```
`/design/flow/design.v`:
```
`timescale 1ns / 1ps
module model_lexer(
    input wire clk_25mhz,                
    input wire clk_io,                   
    input wire reset,                    
    input wire [7:0] data_in,            
    input wire [7:0] data_step,          
    output reg [15:0] data_out           
);
    parameter token_null = 0;
    parameter token_identifier = 65;
    parameter token_lbrace = 66;
    parameter token_rbrace = 67;
    parameter token_lambda = 68;
    parameter token_dot = 69;
    parameter token_eq = 70;
    parameter token_set = 71;
    parameter token_end = 72;
    parameter buffer_size = 32;
    parameter code_null = 6'd0;
    parameter code_a = 6'd1,code_z=6'd26,code_A=6'd27,code_Z=6'd52;
    parameter code_dollar = 6'd53;
    parameter code_lbrace = 6'd54,code_rbrace=6'd55;
    parameter code_eq = 6'd56;
    parameter code_starter = 6'd57;
    parameter code_lambda = 6'd58;
    parameter code_space = 6'd59;
    parameter code_dot = 6'd60;
    parameter code_end = 6'd61;     
    parameter code_none = 6'd63;
    parameter code_bksp = 8'd65;
    parameter code_enter = 8'd66;
    parameter code_up = 8'd67;
    parameter code_down = 8'd68;
    reg [7:0]  state;
    reg [7:0]  buffer[0:buffer_size-1];
    reg [7:0] ptr_write,ptr_read;
    reg done;
    initial begin
        done <= 0;
        ptr_write <= 8'd0;
        ptr_read  <= 8'd0;
        state <= token_null;
    end
    always @ (posedge clk_25mhz) begin
        if(reset) begin
            ptr_write <= 8'd0;
            ptr_read  <= 8'd0;
            done <= 0;
            state <= token_null;
        end else begin
            if(clk_io) begin
                ptr_read <= ptr_read + data_step;
                data_out[7:0]  <= (ptr_read+data_step+0<ptr_write)?buffer[(ptr_read+data_step+0)%buffer_size]:(done?token_end:token_null);
                data_out[15:8] <= (ptr_read+data_step+1<ptr_write)?buffer[(ptr_read+data_step+1)%buffer_size]:(done?token_end:token_null);
            end else begin
                if(done==0 && data_in[7:0]) begin
                    if((data_in>=code_a && data_in<=code_z) || (data_in>=code_A&&data_in<=code_Z)) begin
                        case(state)
                            token_null:
                            begin
                                buffer[ptr_write%buffer_size] <= token_identifier;
                                buffer[(ptr_write+1)%buffer_size] <= data_in;
                                ptr_write <= ptr_write + 8'd2;
                                state <= token_identifier;
                            end
                            token_identifier:
                            begin
                                buffer[ptr_write%buffer_size] <= data_in;
                                ptr_write <= ptr_write + 8'b1;
                            end
                        endcase
                    end else begin
                        state <= token_null;                    
                        if(data_in==code_lambda) begin
                            buffer[ptr_write%buffer_size] <= token_lambda;
                            ptr_write <= ptr_write + 8'd1;
                        end else if(data_in==code_lbrace) begin
                            buffer[ptr_write%buffer_size] <= token_lbrace;
                            ptr_write <= ptr_write + 8'd1;
                        end else if(data_in==code_rbrace) begin
                            buffer[ptr_write%buffer_size] <= token_rbrace;
                            ptr_write <= ptr_write + 8'd1;                                
                        end else if(data_in==code_dot) begin
                            buffer[ptr_write%buffer_size] <= token_dot;
                            ptr_write <= ptr_write + 8'd1;  
                        end else if(data_in==code_eq) begin
                            buffer[ptr_write%buffer_size] <= token_eq;
                            ptr_write <= ptr_write + 8'd1;                                                        
                        end else if(data_in==code_dollar) begin
                            buffer[ptr_write%buffer_size] <= token_set;
                            ptr_write <= ptr_write + 8'd1;
                        end else if(data_in==code_end) begin
                            buffer[ptr_write%buffer_size] <= token_end;
                            ptr_write <= ptr_write + 8'd1;
                            done <= 1;
                        end
                    end
                end
            end
        end
    end
endmodule
```
==> impl_metrics.csv <==
group,metric,value,unit
yosys,top_cells_by_count,"edfxtp_1, mux4_2, nand2_1, a21o_1, nor2_1",
cts,hold_buffers,0,
yosys,synth_warnings,1,
yosys,ys_top_cells_by_area,"edfxtp_1, mux4_2, a21o_1, nand2_1, mux2_2",
detailed_routing,vias,11800,
global_routing,grt_pass1_vias,12100,
cts,post_cts_buffers,0,
run,tool_warnings,29,
placement,postPlaceCellArea,18500,um^2
cts,clockBufferDepth,3,
timing,hold_violations,0,
placement,hpwl,38200,um
power_and_ir_drop,ir_drop,0.0510,mV
floorplanning,die_h,240,um
cts,clk_transition_reported_paths,0.07,ns
layout,area_delta_synth_final,14.4,%
critical_path,worstPathCellList,"clkdlybuf4s50_1, ha_4, fa_4, ha_1, xnor2_4, buf_4, ha_1, a21oi_1, a21boi_0, o211ai_1, a21oi_1, a211oi_4, mux2_4",
detailed_routing,detail_route.antenna_diodes,0,
layout,final_layout_size_suffix_gt1_frac,0.220,
timing,max_freq,98.0,MHz
global_routing,grtUsageTotal,0.199,
floorplanning,io_pins,35,
worst_hold_path,hold_path.class,"reg2reg",
yosys,yosysCellCount,1293,
yosys,ff_type,"edfxtp_1",
critical_path,slowest_stage,"fa_4",
placement,globalplace.congestion,1.01,
critical_path,required,27.54,ns
floorplanning,rows,86,
layout,register_area,8530,um^2
layout,fin_cells,2121,
power_and_ir_drop,leakagePower,0.00713,uW
floorplanning,core,55500,um^2
global_routing,antenna_found_initial,0,
timing,setup-violations-final,0,
yosys,ys_ff,290,
detailed_routing,drt_iter0_markers,950,
yosys,ys_seq_frac,0.501,
timing,worst_pin_slew,0.972,ns
timing,finalCriticalPeriod,10.21,ns
global_routing,grt-ovfl-total,0,
detailed_routing,ant_nets,0,
yosys,top_cell_area_share,0.480,
cts,cts_inserted_buffers,30,
yosys,yosysChipArea,17000,um^2
run,maxCapViolations,0,
timing,finClkSkew,0.0267,ns
cts,clk_latency,0.58,ns
critical_path,cp_max_fo,43,
yosys,largest_area_cell,"edfxtp_1",
cts,cts_sinks,290,
critical_path,start_kind,"input port",
timing,final_max_slew_viol_count,0,
layout,final_area,19500,um^2
power_and_ir_drop,p_per_area,63.5,nW/um^2
global_routing,grt_max_degree,59,
yosys,async_flop_share,0,
floorplanning,fp_util,0.306,
critical_path,path_class,"in2reg",
global_routing,grt_pass1_wl,78900,um
outcome,status,"finished, final reports clean",
yosys,synthCells,1293,
layout,finish.utilization,0.350,
critical_path,slowest_delay,1.28,ns
critical_path,worst_setup_path_end_kind,"register",
layout,fillerInstances,5279,
cts,cts_tree,"built",
placement,port_buffers,34,
placement,dp.cells,2066,
detailed_routing,dr.pass1.iters,8,
timing,rsz0062_at_grt,"false",
detailed_routing,drc,0,
timing,tns,0,ns
detailed_routing,wl_per_cell,25.1,um
cts,ctsRootBufferMaster,"clkbuf_16",
yosys,edf_count,272,
layout,comb_area,8170,um^2
yosys,synth_area,17000,um^2
floorplanning,dieWidth,240,um
cts,ctsResizeCount,0,
detailed_routing,vias_per_cell,5.54,
yosys,ys_types,77,
timing,fin_crit_sh,0.375,
detailed_routing,wl,53200,um
floorplanning,dieArea,57700,um^2
cts,htreeDepth,1,
yosys,syn_area_per_cell,13.2,um^2
critical_path,crit_arrival,10.55,ns
yosys,yosysMostFrequentCell,"edfxtp_1",
timing,slew_headroom,0.351,
==> per-stage QoR <==
step / setup slack (ns) / total power (uW) / hold slack (ns)
floorplan: 18.16 / 749 / 0.458
global placement: 16.31 / 840 / 0.466
detailed placement: 16.36 / 842 / 0.485
CTS: 16.97 / 1240 / 0.496
global route: 16.68 / 1280 / 0.524
finish: 16.99 / 1240 / 0.499
==> final timing paths <==
kind,start,end,slack (ns),cells past startpoint
hold reg to reg,ptr_write[5],ptr_write[5],0.50,2
setup reg to reg,ptr_read[0],data_out[14],21.97,12
setup / recovery,data_step[0],data_out[14],16.99,13
hold / removal,ptr_write[5],ptr_write[5],0.50,2
==> cells by family after synthesis <==
| group | share of synthesized area |
|---|---|
| XOR/XNOR | 0.0115 |
| other | 0.000220 |
| AND-OR/OR-AND | 0.106 |
| adder cells (fa/ha/maj) | 0.0225 |
| buffers and inverters | 0.0290 |
| AND/OR/NAND/NOR | 0.110 |
| flip-flops | 0.501 |
| multiplexers | 0.220 |
==> registers in the layout, summed over array words and instances, names as in the netlist <==
signal and count:
ptr_read 8, buffer 256, done 1, data_out 16
ptr_write 8, state 1
==> worst max-delay path: cells and delay by family <==
| kind | cells | cell delay [ns] |
|---|---|---|
| AND-OR/OR-AND | 5 | 0.94 |
| XOR/XNOR | 1 | 0.41 |
| adder cells (fa/ha/maj) | 4 | 2.53 |
| buffers and inverters | 2 | 0.86 |
| multiplexers | 1 | 0.33 |
==> cell usage in the layout (no fill, tap or decap), types with 29 or more instances in the layout <==
master	instances
conb_1	32
mux2i_1	35
clkdlybuf4s50_1	34
clkbuf_16	31
mux4_2	130
nor2_1	85
mux2_2	40
buf_4	62
nor2b_1	57
nand2_1	121
o22ai_1	29
a21o_1	91
edfxtp_1	272
==> power by group <==
group          switching [uW]  internal [uW]  leakage [uW]
logic                     186            153       0.00389
registers                3.83            490       0.00278
clock network             172            229      0.000455
==> layout make-up <==
type / count / area share
flip-flops and latches: 290 / 0.438
multi-input cells: 911 / 0.420
well taps: 748 / 0.0481
clock buffers: 42 / 0.0425
repair buffers: 96 / 0.0414
clock inverters: 13 / 0.00585
inverters: 21 / 0.00405
==> routing by layer <==
metal  global-route usage  vias up  routed length [um]
met5              0.00519        -                   0
met4               0.0454        0                1570
met3                0.125       98                7970
met2                0.303      726               24400
met1                0.241     5794               19300
li1                     -     5138                   -
Power is estimated from default activity; no workload was simulated.
