==> /design/flow/design.v <==
`timescale 1ns / 1ps
module vga(
    input wire clk_25mhz,            
    input wire reset,                
    output wire [8:0] y,             
    output wire [9:0] x,             
    output wire rdn,                 
    output wire [3:0] r,g,b,         
    output reg hs,vs,                
    input wire px                    
    );
    reg [31:0] h_count;             
    reg [31:0] v_count;             
    always @ (posedge clk_25mhz) begin
        if (reset) begin
            h_count <= 10'h0;
            v_count <= 10'h0;
        end else if (h_count == 10'd799) begin
            h_count <= 10'h0;
            if (v_count == 10'd524) begin
                v_count <= 10'h0;
            end else begin
                v_count <= v_count + 10'h1;
            end
        end else begin
            h_count <= h_count + 10'h1;
        end
    end
    assign y = v_count - 10'd35;              
    assign x = h_count - 10'd143;             
    assign rdn = (h_count > 10'd142) &&          
                 (h_count < 10'd783) &&          
                 (v_count > 10'd34)  &&          
                 (v_count < 10'd515);            
    assign r = (~rdn) ? 4'h0 : px ? 4'b1111:4'b0000;  
    assign g = (~rdn) ? 4'h0 : px ? 4'b1111:4'b0000;  
    assign b = (~rdn) ? 4'h0 : px ? 4'b1111:4'b0000;  
    always @(posedge clk_25mhz) begin
        hs   <=  (h_count > 10'd95);     
        vs   <=  (v_count > 10'd1);      
    end
endmodule
==> /design/flow/run.sh <==
#!/bin/bash
# OpenROAD 26Q1-2900-gdf79404cd8, Yosys 0.63+post, stock flow scripts
make -C /OpenROAD-flow-scripts/flow DESIGN_CONFIG=/design/flow/config.mk WORK_HOME=/design/flow/orfs finish
==> /design/flow/config.mk <==
export PLATFORM = sky130hd
export DESIGN_NAME = vga
export DESIGN_NICKNAME = vga
export VERILOG_FILES = /design/flow/design.v
export SDC_FILE = /design/flow/constraint.sdc
export NUM_CORES = 4
export LEC_CHECK = 1
export CORE_UTILIZATION = 50
==> /design/flow/constraint.sdc <==
current_design vga

set clk_period 6.4
set clk_io_pct 0.2

create_clock -name clk0 -period $clk_period [get_ports {clk_25mhz}]

set non_clock_inputs [all_inputs -no_clocks]
set_input_delay [expr $clk_period * $clk_io_pct] -clock clk0 $non_clock_inputs
set_output_delay [expr $clk_period * $clk_io_pct] -clock clk0 [all_outputs]
==> flow_metrics.py <==
# Flow results
metrics = {
    "logic_synthesis": {
        "postSynthSeqShare_pct": 35.6,
        "synth_cell_type_count": 46,
        "syn_area_um2": 3720,
        "yosys-top-cells-area": "dfxtp_1 (36%), xor2_1 (6.8%), a21oi_1 (4.6%), nand4_1 (4.5%), nor2_1 (4.5%)",
        "yosys_area_um2": 3720,
        "top_area_share_pct": 35.6,
        "ys_top_logic_family": "simple AND/OR/NAND/NOR gates",
        "synth-xor-area-share_pct": 9.43,
        "yosys-stat-cells": 457,
        "ys_seq_elements": 66,
        "async_flop_share_pct": 0,
        "postSynthCellCount": 457,
        "avgSynthCellArea_um2": 8.13,
        "ys_sh_adder_pct": 2.02,
        "mux_share_pct": 0,
        "edf_count": 0,
        "yosys-top-cells-count": "dfxtp_1 (66), nor2_1 (45), a21oi_1 (34)",
        "yosys.area_share.aoi_pct": 12.6,
        "synth.cellmix.simpleShare_pct": 33.0,
        "synthFlopType": "dfxtp_1",
        "yosysWarningCount": 1,
        "top_area_cell": "dfxtp_1",
        "yosysMostFrequentCell": "dfxtp_1",
    },
    "critical_path": {
        "worst_ep_required_time_ns": 5.12,
        "worstPathMaxFanout": 12,
        "worst-setup-path-type": "flop to output pin",
        "start_kind": "flop",
        "r2r_slack_ns": 3.53,
        "critPathCaptureType": "output pin",
        "arrival_ns": 3.36,
    },
    "timing": {
        "worst_slack_ns": 1.76,
        "fin_crit_sh_pct": 72.5,
        "fmax_mhz": 215,
        "hold_violations": 0,
        "final.min_clock_period_ns": 4.64,
        "worst_pin_slew_ns": 0.962,
        "slew_headroom_pct": 35.4,
        "finalSetupViolations": 0,
        "skew_ns": 0.00997,
        "rsz0062_at_grt": "false",
        "drv_slew": 0,
        "finalSetupTns_ns": 0,
    },
    "floorplan": {
        "initCoreUtil_pct": 51.5,
        "die_h_um": 88.2,
        "chip_area_um2": 7780,
        "io_pins": 37,
        "core_um2": 7210,
        "num_rows": 31,
        "die_x_um": 88.2,
    },
    "grt": {
        "grt_pass1_vias": 2782,
        "grt_max_degree": 33,
        "grtUsageTotal_pct": 22.3,
        "antenna_found_initial": 0,
        "grt_pass1_wl_um": 13400,
        "grt_remaining_overflow": 0,
    },
    "job": {
        "maxCapViolCount": 0,
        "warnings": 30,
    },
    "pwr": {
        "p_int_uw": 642,
        "power_density_nw_per_um2": 196,
        "p_leak_uw": 0.00149,
        "peakVddDrop_mv": 0.122,
        "clkPwrFrac_pct": 48.1,
        "switchingPower_uw": 188,
        "pwr-share-comb_pct": 2.1,
        "swShare_pct": 22.6,
        "power_frac_seq_pct": 49.8,
    },
    "placement": {
        "portBuffers": 36,
        "post-place-ws_ns": 1.91,
        "gp_congestion": 0.788,
        "dpl.cell_count": 555,
        "dp_hpwl_um": 5430,
    },
    "clocking": {
        "cts_sinks": 66,
        "clockBufferDepth": 2,
        "hold_buffers": 0,
        "cts_tree": "done",
        "cts_resized": 0,
        "cts_buffers": 9,
        "postCtsSetupBuffers": 0,
        "htree_levels": 3,
        "cts.reportedPaths.clkPinSlew_ns": 0.08,
        "cts-root-buf": "clkbuf_8",
        "clkLatencyLatePin_ns": 0.35,
    },
    "routing": {
        "vias": 3168,
        "wl_per_cell_um": 13.8,
        "drt_iter0_drc": 148,
        "n_antenna_cell": 0,
        "drc": 0,
        "wl_um": 7900,
        "via_per_inst": 5.55,
        "ant_nets": 0,
        "firstDrtPassIters": 4,
    },
    "min_path": {
        "hold_class": "flop to flop",
    },
    "final_layout": {
        "syn2layout_area_growth_pct": 13.9,
        "drive_gt1_share_pct": 7.20,
        "fill_cells": 693,
        "stdcell_count": 571,
    },
    "run_status": {
        "run_status": "complete, no violations",
    },
}
[cells by family after synthesis]
kind of cell | count (synthesis)
and+or+nand+nor | 212
AOI/OAI and AO/OA | 77
DFF | 66
buffers and inverters | 56
xor gates and xnor gates | 40
adders and majority gates | 6
[per-stage QoR]
stage | hold WS [ns] | util, % | instance area [um^2] | total power, uW
finish | 0.477 | 58.7 | 4230 | 830
global route | 0.508 | 58.7 | 4230 | 863
CTS | 0.484 | 58.7 | 4230 | 843
detailed placement | 0.463 | 55.5 | 4010 | 441
global placement | 0.463 | 55.5 | 4010 | 441
floorplan | 0.441 | - | 3720 | 432
[layout by cell type (no fill, tap or decap), types with 7 or more instances in the layout]
master,count
a21oi_1,34
or4_1,17
nand3_1,22
o31ai_1,15
xor2_1,29
nand4_1,27
nor4_1,11
clkbuf_8,9
dfxtp_1,66
nor3_1,10
xnor2_1,11
and3_1,7
clkdlybuf4s50_1,36
or3_1,16
nor2_1,45
nand2_1,28
inv_1,16
o21ai_0,15
[registers in the layout (all words and copies together) (netlist names)]
register,count
h_count,32
v_count,32
vs,1
hs,1
[worst max-delay path, stage by stage (launching register included)]
cell             delay (ns)
dfxtp_1                0.35
or4_1                  0.59
nor2_4                 0.23
and3_1                 0.21
o311ai_0               0.18
nor3_1                 0.82
clkdlybuf4s50_1        0.63
[layout make-up]
| class | instances | area, um^2 | share of cell area (%) |
|---|---|---|---|
| Clock buffer | 9 | 124 | 2.93 |
| Multi-Input combinational cell | 335 | 2120 | 50.1 |
| Sequential cell | 66 | 1320 | 31.2 |
| Tap cell | 99 | 124 | 2.93 |
| Inverter | 16 | 60.1 | 1.42 |
| Clock inverter | 7 | 100 | 2.37 |
| Timing Repair Buffer | 39 | 383 | 9.05 |
[routing by layer]
metal	GRT usage [%]	vias up	routed length (um)
met1	34.8	1466	4050
met2	33.9	29	3520
met3	5.01	5	256
met5	0	-	0
li1	-	1668	-
met4	1.76	0	68
[power groups by stage]
stage / combinational, uW / sequential (uW) / clock, uW
CTS: 17.6 / 414 / 411
global route: 19.2 / 414 / 429
finish: 17.1 / 414 / 399
[final timing paths]
path | cells past startpoint | startpoint | to
min | 1 | h_count[0] | h_count[0]
max reg2reg | 7 | h_count[1] | v_count[3]
max | 6 | h_count[27] | g[0]
min reg2reg | 1 | h_count[0] | h_count[0]
Power and IR drop assume default switching activity.
